===== flow/design.v =====
module reg_file (
    input clk,
    input rst,
    input [4:0] rs1,  
    input [4:0] rs2,  
    input [4:0] rd,  
    input [31:0] wdata,  
    input wen,  
    output logic [31:0] rdata1,  
    output logic [31:0] rdata2  
);
logic [31:0] reg_array [31:0];  
always_ff @(posedge clk or posedge rst) begin
    if (rst) begin
        for (int i = 0; i < 32; i++) begin
            reg_array[i] <= 32'b0;
        end
    end else if (wen && rd != 5'b0) begin
        reg_array[rd] <= wdata;
    end
end
always_comb begin
    rdata1 = reg_array[rs1];
    rdata2 = reg_array[rs2];
end
endmodule

===== flow/run.sh =====
#!/bin/bash
# OpenROAD 26Q1-2900-gdf79404cd8, Yosys 0.63+post, stock flow scripts
make -C /OpenROAD-flow-scripts/flow DESIGN_CONFIG=/design/flow/config.mk WORK_HOME=/design/flow/orfs finish

===== flow/config.mk =====
export PLATFORM = sky130hd
export DESIGN_NAME = reg_file
export DESIGN_NICKNAME = reg_file
export VERILOG_FILES = /design/flow/design.v
export SDC_FILE = /design/flow/constraint.sdc
export NUM_CORES = 4
export LEC_CHECK = 1
export CORE_UTILIZATION = 50

===== flow/constraint.sdc =====
current_design reg_file

set clk_period 11.0
set clk_io_pct 0.2

create_clock -name clk0 -period $clk_period [get_ports {clk}]

set non_clock_inputs [all_inputs -no_clocks]
set_input_delay [expr $clk_period * $clk_io_pct] -clock clk0 $non_clock_inputs
set_output_delay [expr $clk_period * $clk_io_pct] -clock clk0 [all_outputs]

==> reports/metrics.yaml <==
power:
  p_leak_uw: 0.0254
  power_density_mw_per_mm2: 185
  ir_drop_uv: 137
yosys:
  flop_cell: "dfrtp_1"
  syn_avg_cell_area_um2: 11.7
  synthTopCellsByArea: "dfrtp_1 (50%), mux2_2 (22%), a22oi_1 (11%)"
  ys_seq_share_pct: 49.9
  top_area_cell: "dfrtp_1"
  synth_cell_type_count: 66
  synth_area_mm2: 0.0513
  ys_ff: 1024
  yosys_area_mm2: 0.0513
  yosys_cells: 4394
  yosysWarnings: 2
  async_flop_share_pct: 100
  synth_cells: 4394
  edf_count: 0
  top_area_share_pct: 49.9
placed_design:
  placed_area_mm2: 0.0544
  io_buffers: 113
  dp_hpwl_um: 167000
  gp_congestion: 1.07
  place_ws_ns: 2.26
  dpl.cell_count: 5641
die:
  rows: 117
  die_h_um: 322
  ioPinCount: 114
  die_area_mm2: 0.104
  initial_core_util_pct: 50.5
  core_mm2: 0.102
  die_w_um: 322
layout:
  comb_area_mm2: 0.0242
  layout-drive-gt1-share_pct: 33.8
  syn2layout_area_growth_pct: 13.4
  fillerInstances: 8400
  reg_top3: "reg_array: 1024 flops"
  layout.cells.most_common: "dfrtp_1"
  largest-register: "reg_array"
  design_area_mm2: 0.0583
  final_layout_top_logic_cells: "dfrtp_1 (1024), mux2_2 (996), a22oi_1 (751), nand2_1 (239), buf_4 (220)"
  layout.cells.non_filler: 5866
  register_area_mm2: 0.0256
  largest_register_ffs: 1024
  postLayoutCoreUtil_pct: 57.3
outcome:
  status: "completed"
worst_setup_path:
  worst-path-max-fanout: 35
  cp.required_ns: 8.80
  cpPeakStageDelay_ns: 1.30
  crit_buf_inv: 4
  cp_common_cell: "buf_4"
  cp_slowest_cell: "nor2_4"
  path_cells: "buf_2 -> buf_4 -> nand2b_1 -> nor2_4 -> buf_4 -> a22oi_1 -> nand2_1 -> nor3_1 -> a31oi_1 -> clkdlybuf4s50_1"
  path_class: "primary input to output port"
  crit_family: "simple AND/OR/NAND/NOR gates"
  startpoint_type: "primary input"
  cp.arrival_ns: 7.09
  cp-end-kind: "output port"
clock_network:
  cts_root_buf: "clkbuf_16"
  clk_latency_ns: 0.72
  cts_tree: "done"
  cts.hold.buffers_added: 0
  cts_setup_buffers: 0
  cts_htree_levels: 3
  cts_sinks: 1024
  cts_buffers: 111
  clk_path_buf_depth: 3
  clkSlewWorstSetupHoldPaths_ns: 0.06
  cts_resized: 0
routing:
  ant_nets: 0
  drtIter0Drc: 6102
  routed_wl_um: 274000
  dr.pass1.iters: 25
  vias_per_cell: 7.70
  dr_total_vias: 45200
  route.detailed.drc: 0
  wl_per_cell_um: 46.6
sta:
  finalSetupViolCount: 0
  rsz0062_at_grt: "no"
  setup_slack_ns: 1.71
  fmax_ghz: 0.108
  hold_ws_ns: 0.403
  finalCritPeriodShare_pct: 84.4
  hold_violations: 0
  period_minus_slack_ns: 9.29
  fin_worst_skew_ns: 0
  slew_violations: 0
  worst_pin_slew_ns: 1.43
  relSlewSlack_pct: 4.35
grt:
  antenna_found_initial: 28
  grt_max_degree: 113
  overflow: 0
  grt_usage_pct: 55.5
  grt_pass1_vias: 43600
  grt_pass1_wl_um: 371000
job:
  cap_violations: 0
  warnings: 43
min_path:
  hold_class: "flop to flop"
per-stage QoR:
| stage | TNS, ns | total power, uW |
|---|---|---|
| 6_report | 0 | 10800 |
| 5_1_grt | 0 | 11000 |
| 4_1_cts | 0 | 10700 |
| 3_5_place_dp | 0 | 6750 |
| 3_3_place_gp | 0 | 6740 |
| 2_1_floorplan | -5441.47 | 5950 |
cell usage after synthesis, types with 14 or more instances:
cell	instances
dfrtp_1	1024
mux2_2	996
a22oi_1	751
nand2_1	252
clkbuf_1	195
buf_2	188
nor2_1	155
nand4_1	101
a21oi_1	84
nor3_1	55
nand3_1	52
buf_1	48
mux2i_1	45
a22o_1	35
nor4_1	35
o21ai_0	30
a221oi_1	26
a222oi_1	22
a31oi_1	21
nand2b_1	21
buf_4	20
nor2_2	18
a32oi_1	17
and3_1	15
o32a_1	14
layout make-up:
type	count	share of cell area [%]
Clock buffer	154	5.37
Inverter	7	0.0515
Clock inverter	50	1.16
Tap cell	1368	2.94
Antenna cell	21	0.0902
Timing Repair Buffer	335	4.83
Multi-Input combinational cell	2907	41.6
Sequential cell	1024	44.0
cells by family (layout without fill, tap and decap cells):
family,after synthesis,in the layout,synth area share (%)
simple gates,778,778,7.42
buf+inv,463,546,4.06
mux,1052,1052,23.0
flops,1024,1024,49.9
other cells,0,21,0
compound gates,1077,1077,15.6
final timing paths:
check,from,endpoint,slack [ns],cells after the start
max,rs2[4],rdata2[28],1.71,10
min,reg_array[0][18],reg_array[0][18],0.40,0
max reg2reg,reg_array[5][21],reg_array[5][21],10.09,1
min reg2reg,reg_array[0][18],reg_array[0][18],0.40,0
max in group asynchronous,rst,reg_array[24][10],6.60,5
min in group asynchronous,rst,reg_array[20][5],1.81,2
layer usage:
layer,track usage [%],routed length [um]
met1,70.2,94500
met2,70.0,106000
met3,37.2,48600
met4,34.5,23300
met5,4.54,765
where the power goes:
group | internal, uW | switching (uW) | total, uW
logic | 803 | 741 | 1540
registers | 4470 | 775 | 5250
clock network | 2310 | 1660 | 3970
total | 7590 | 3170 | 10800
Power figures rest on the tool's default switching activity, not on a simulated workload.

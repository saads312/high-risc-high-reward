## design.v

```verilog
module ctrl (
    input [31:0] instruction,
    input logic zero,
    output logic PC_src,
    output logic [1:0] alu_op,
    output logic reg_write,
    output logic mem_write,
    output logic result_src,
    output logic alu_src,
    output logic imm_src
);
logic [6:0] opcode;
assign opcode = instruction[6:0];
always_comb begin
    PC_src = 0;
    alu_op = 2'b00;
    reg_write = 0;
    mem_write = 0;
    result_src = 0;
    alu_src = 0;
    imm_src = 0;
    case (opcode)
        7'b0110011: begin  
            alu_op = 2'b10;
            reg_write = 1;
            alu_src = 0;
            result_src = 0;
        end
        7'b0010011,         
        7'b0000011: begin  
            alu_op = 2'b00;
            alu_src = 1;
            reg_write = 1;
            result_src = (opcode == 7'b0000011);  
        end
        7'b0100011: begin  
            alu_op = 2'b00;
            alu_src = 1;
            mem_write = 1;
        end
        7'b1100011: begin  
            alu_op = 2'b01;
            alu_src = 0;
            PC_src = zero;  
        end
    endcase
end
endmodule
```

## run.sh

```bash
#!/bin/bash
# OpenROAD 26Q1-2900-gdf79404cd8, Yosys 0.63+post, stock flow scripts
make -C /OpenROAD-flow-scripts/flow DESIGN_CONFIG=/design/flow/config.mk WORK_HOME=/design/flow/orfs finish
```

## config.mk

```make
export PLATFORM = sky130hd
export DESIGN_NAME = ctrl
export DESIGN_NICKNAME = ctrl
export VERILOG_FILES = /design/flow/design.v
export SDC_FILE = /design/flow/constraint.sdc
export NUM_CORES = 4
export LEC_CHECK = 1
export CORE_AREA = 10 10 70 70
export DIE_AREA = 0 0 80 80
```

## constraint.sdc

```tcl
current_design ctrl

set clk_period 1.0
set clk_io_pct 0.2

create_clock -name clk0 -period $clk_period

set non_clock_inputs [all_inputs -no_clocks]
set_input_delay [expr $clk_period * $clk_io_pct] -clock clk0 $non_clock_inputs
set_output_delay [expr $clk_period * $clk_io_pct] -clock clk0 [all_outputs]
```

==> flow_summary.yaml <==
# synthesis and place-and-route metrics
outcome:
  status: "finished with violations"
  failed_checks: "negative setup slack"
synth:
  yosys-top-cells-count: "nor3_1 (2), nor3b_1 (2)"
  postSynthSeqShare_pct: 0
  ys_sh_aoi_pct: 0
  yosys.area.top_type: "nand4bb_4"
  postSynthAreaPerCell_um2: 8.37
  top_area_share_pct: 25.3
  synth.mux.area_fraction_pct: 0
  synthesis.instances: 13
  yosys_warnings: 1
  synth_adder_area_share_pct: 0
  syn-cell-area_um2: 109
  distinct_cell_type_count_after_synthesis: 11
  number_of_cell_instances_after_yosys_synthesis: 13
  netlist_logic_family_top: "simple AND/OR/NAND/NOR gates"
  synth.cellmix.xorXnorShare_pct: 0
  top_cells_by_area: "nand4bb_4 (25%), nor3b_1 (14%), and4bb_1 (11%)"
  yosys_area_um2: 109
  simple_gate_share_pct: 89.7
critical_path:
  crit_path_end_kind: "primary output"
  worstPathMaxFanout: 4
  setup.worst_path.class: "in2out"
  timing.critical_path.from_type: "primary input"
  cp-startpoint: "instruction[2]"
  worst_ep_required_time_ns: 0.80
  cp_data_arrival_time_ns: 0.96
final_layout:
  regArea_um2: 0
  final_area_um2: 350
  areaGrowthSynthToFinish_pct: 222
  post_route_cells_drive_above_1_share_pct: 81.3
  number_of_sequential_cells_in_the_layout: 0
  fillers: 404
  clock_buffers: 0
  non_filler_instance_count_after_layout: 78
floorplanning:
  chipHeight_um: 80
  ios: 41
  floorplan.die_area_mm2: 0.00640
  die_x_um: 80
  placementRows: 21
  fp_util_pct: 3.19
  core_area_mm2: 0.00342
timing:
  layout_min_cycle_time_ns: 1.16
  rsz0062_at_grt: "true"
  timing.final.max_slew_violations: 0
  period_used_pct: 116
  hold_ws_ns: 0.621
  timing.fmax_mhz: 863
  layout_setup_ws_ns: -0.159
  report.final.hold_viol_count: 0
  finalSetupViolCount: 7
placed_design:
  place.port_buffers: 15
  pre_cts_slack_ns: -0.844
  globalplace.congestion: 0.670
  dpl_cell_area_um2: 317
  place_inst: 74
hold_path:
  worst_hold_path_type: "in2out"
  timing.hold.worst.start: "instruction[4]"
  hold-path-cell-count: 3
route:
  drt.antenna.violating_nets: 0
  firstDrtPassIters: 1
  detailroute.via_count: 186
  detail_route.drc_violations: 0
  detail_route.antenna_diodes: 0
  detail_route.iter0.violations: 0
  wl_final_um: 758
  wl_per_cell_um: 9.72
  vias_per_cell: 2.38
clocking:
  ctsHoldBuffers: 0
global_route:
  grt_first_pass_wirelength_mm: 1.12
  gr-usage-all-layers_pct: 2.22
  antenna_found_initial: 0
  via_count_of_the_first_global_routing_pass: 199
  pin_count_of_the_biggest_net_entering_global_routing: 8
  grt.overflow.total: 0
flow_run:
  max_cap_viol_count: 0
  log.warning_count: 59
power:
  power_per_cell_area_mw_per_mm2: 209
  total_power_uw: 73.3
  vdd_drop_max_mv: 0.0368
  power_leakage_nw: 0.155
==> worst max-delay path: stages <==
cell	delay [ns]
buf_6	0.09
nand4bb_4	0.24
buf_6	0.15
nor3b_2	0.15
buf_2	0.12
==> cell type report <==
cell class                      instances  area [um2]  share of cell area (%)
Multi-Input combinational cell         12         144                    41.1
Tap cell                               46        57.6                    16.4
Timing Repair Buffer                   20         149                    42.5
==> layout by cell type, fill, tap and decap left out, drive strengths merged <==
cell type / synthesis / final
and2b: 1 / 1
and3: 1 / 1
and4: 1 / 1
and4bb: 1 / 1
buf: 1 / 18
clkdlybuf4s15: 0 / 1
conb: 1 / 1
dlygate4sd2: 0 / 1
nand2: 1 / 1
nand4bb: 1 / 1
nor3: 2 / 2
nor3b: 2 / 2
nor4: 1 / 1
==> through the flow <==
step,utilization [%],TNS (ns)
2_1_floorplan,-,0
3_3_place_gp,9.27,-5.70
3_5_place_dp,9.27,-5.70
4_1_cts,9.60,-0.873
5_1_grt,10.3,-1.12
6_report,10.3,-0.734
==> logic make-up after synthesis <==
logic type / after synthesis
buffers and inverters: 1
AND/OR/NAND/NOR: 11
other: 1
==> per-layer routing <==
metal  track usage (%)  routed length [um]  up-vias
met2              3.53                 364        8
met5                 0                   0        -
met4                 0                   0        0
li1                  -                   -       88
met3              1.59                 126        0
met1              2.50                 267       90
==> path summary, 6_finish.rpt <==
kind / end / slack [ns]
worst max-delay path: alu_src / -0.16
worst min-delay path: result_src / 0.62
==> what timing repair did <==
action	4_1_cts	5_1_grt
buffers inserted	4	0
pin swaps	8	6
gates resized	59	5
endpoints found under the setup margin	7	7
==> report_power, final <==
group / leakage (nW) / total [mW] / switching [mW] / internal, mW
Sequential: 0 / 0 / 0 / 0
Clock: 0 / 0 / 0 / 0
Combinational: 0.155 / 0.0733 / 0.0295 / 0.0438
Total: 0.155 / 0.0733 / 0.0295 / 0.0438
Power is estimated from default activity; no workload was simulated.
